[./config.mk]
export PLATFORM = sky130hd
export DESIGN_NAME = FSM
export DESIGN_NICKNAME = FSM
export VERILOG_FILES = /design/flow/design.v
export SDC_FILE = /design/flow/constraint.sdc
export NUM_CORES = 4
export LEC_CHECK = 1
export CORE_AREA = 10 10 74 74
export DIE_AREA = 0 0 84 84
[./constraint.sdc]
current_design FSM

set clk_period 1.8
set clk_io_pct 0.2

create_clock -name clk0 -period $clk_period [get_ports {clock}]

set non_clock_inputs [all_inputs -no_clocks]
set_input_delay [expr $clk_period * $clk_io_pct] -clock clk0 $non_clock_inputs
set_output_delay [expr $clk_period * $clk_io_pct] -clock clk0 [all_outputs]
[./design.v]
module FSM
(
reset, instr, clock,
N, Z,
PCwrite, AddrSel, MemRead,
MemWrite, IRload, OpASel, MDRload,
OpABLoad, ALU1, ALU2, ALUop,
ALUOutWrite, RFWrite, RegIn, FlagWrite 
);
	input	[3:0] instr;
	input	N, Z;
	input	reset, clock;
	output	PCwrite, AddrSel, MemRead, MemWrite, IRload, OpASel, MDRload;
	output	OpABLoad, ALU1, ALUOutWrite, RFWrite, RegIn, FlagWrite;
	output	[2:0] ALU2, ALUop;
	reg [4:0]	state;			 
	reg	PCwrite, AddrSel, MemRead, MemWrite, IRload, OpASel, MDRload;
	reg	OpABLoad, ALU1, ALUOutWrite, RFWrite, RegIn, FlagWrite;
	reg	[2:0] ALU2, ALUop;
	parameter [4:0] reset_s = 0, c1 = 1, c2 = 2, c3_asn = 3,
					c4_asnsh = 4, c3_shift = 5, c3_ori = 6,
					c4_ori = 7, c5_ori = 8, c3_load = 9, c4_load = 10,
					c3_store = 11, c3_bpz = 12, c3_bz = 13, c3_bnz = 14;
	always @(posedge clock or posedge reset)
	begin
		if (reset) state = reset_s;
		else
		begin
			case(state)
				reset_s:	state = c1; 		 
				c1:			state = c2; 		 
				c2:			begin				 
								if(instr == 4'b0100 | instr == 4'b0110 | instr == 4'b1000) state = c3_asn;
								else if( instr[2:0] == 3'b011 ) state = c3_shift;
								else if( instr[2:0] == 3'b111 ) state = c3_ori;
								else if( instr == 4'b0000 ) state = c3_load;
								else if( instr == 4'b0010 ) state = c3_store;
								else if( instr == 4'b1101 ) state = c3_bpz;
								else if( instr == 4'b0101 ) state = c3_bz;
								else if( instr == 4'b1001 ) state = c3_bnz;
								else state = 0;
							end
				c3_asn:		state = c4_asnsh;	 
				c4_asnsh:	state = c1;			 
				c3_shift:	state = c4_asnsh;	 
				c3_ori:		state = c4_ori;		 
				c4_ori:		state = c5_ori;		 
				c5_ori:		state = c1;			 
				c3_load:	state = c4_load;	 
				c4_load:	state = c1; 		 
				c3_store:	state = c1; 		 
				c3_bpz:		state = c1; 		 
				c3_bz:		state = c1; 		 
				c3_bnz:		state = c1; 		 
			endcase
		end
	end
	always @(*)
	begin
		case (state)
			reset_s:	 
				begin
					PCwrite = 0;
					AddrSel = 0;
					MemRead = 0;
					MemWrite = 0;
					IRload = 0;
					OpASel = 0;
					MDRload = 0;
					OpABLoad = 0;
					ALU1 = 0;
					ALU2 = 3'b000;
					ALUop = 3'b000;
					ALUOutWrite = 0;
					RFWrite = 0;
					RegIn = 0;
					FlagWrite = 0;
				end					
			c1: 		 
				begin
					PCwrite = 1;
					AddrSel = 1;
					MemRead = 1;
					MemWrite = 0;
					IRload = 1;
					OpASel = 0;
					MDRload = 0;
					OpABLoad = 0;
					ALU1 = 0;
					ALU2 = 3'b001;
					ALUop = 3'b000;
					ALUOutWrite = 0;
					RFWrite = 0;
					RegIn = 0;
					FlagWrite = 0;
				end	
			c2: 		 
				begin
					PCwrite = 0;
					AddrSel = 0;
					MemRead = 0;
					MemWrite = 0;
					IRload = 0;
					OpASel = 0;
					MDRload = 0;
					OpABLoad = 1;
					ALU1 = 0;
					ALU2 = 3'b000;
					ALUop = 3'b000;
					ALUOutWrite = 0;
					RFWrite = 0;
					RegIn = 0;
					FlagWrite = 0;
				end
			c3_asn:		begin
							if ( instr == 4'b0100 ) 		 
							begin
								PCwrite = 0;
								AddrSel = 0;
								MemRead = 0;
								MemWrite = 0;
								IRload = 0;
								OpASel = 0;
								MDRload = 0;
								OpABLoad = 0;
								ALU1 = 1;
								ALU2 = 3'b000;
								ALUop = 3'b000;
								ALUOutWrite = 1;
								RFWrite = 0;
								RegIn = 0;
								FlagWrite = 1;
							end	
							else if ( instr == 4'b0110 ) 	 
							begin
								PCwrite = 0;
								AddrSel = 0;
								MemRead = 0;
								MemWrite = 0;
								IRload = 0;
								OpASel = 0;
								MDRload = 0;
								OpABLoad = 0;
								ALU1 = 1;
								ALU2 = 3'b000;
								ALUop = 3'b001;
								ALUOutWrite = 1;
								RFWrite = 0;
								RegIn = 0;
								FlagWrite = 1;
							end
							else 							 
							begin
								PCwrite = 0;
								AddrSel = 0;
								MemRead = 0;
								MemWrite = 0;
								IRload = 0;
								OpASel = 0;
								MDRload = 0;
								OpABLoad = 0;
								ALU1 = 1;
								ALU2 = 3'b000;
								ALUop = 3'b011;
								ALUOutWrite = 1;
								RFWrite = 0;
								RegIn = 0;
								FlagWrite = 1;
							end
				   		end
			c4_asnsh: 	 
				begin
					PCwrite = 0;
					AddrSel = 0;
					MemRead = 0;
					MemWrite = 0;
					IRload = 0;
					OpASel = 0;
					MDRload = 0;
					OpABLoad = 0;
					ALU1 = 0;
					ALU2 = 3'b000;
					ALUop = 3'b000;
					ALUOutWrite = 0;
					RFWrite = 1;
					RegIn = 0;
					FlagWrite = 0;
				end
			c3_shift: 	 
				begin
					PCwrite = 0;
					AddrSel = 0;
					MemRead = 0;
					MemWrite = 0;
					IRload = 0;
					OpASel = 0;
					MDRload = 0;
					OpABLoad = 0;
					ALU1 = 1;
					ALU2 = 3'b100;
					ALUop = 3'b100;
					ALUOutWrite = 1;
					RFWrite = 0;
					RegIn = 0;
					FlagWrite = 1;
				end
			c3_ori: 	 
				begin
					PCwrite = 0;
					AddrSel = 0;
					MemRead = 0;
					MemWrite = 0;
					IRload = 0;
					OpASel = 1;
					MDRload = 0;
					OpABLoad = 1;
					ALU1 = 0;
					ALU2 = 3'b000;
					ALUop = 3'b000;
					ALUOutWrite = 0;
					RFWrite = 0;
					RegIn = 0;
					FlagWrite = 0;
				end
			c4_ori: 	 
				begin
					PCwrite = 0;
					AddrSel = 0;
					MemRead = 0;
					MemWrite = 0;
					IRload = 0;
					OpASel = 0;
					MDRload = 0;
					OpABLoad = 0;
					ALU1 = 1;
					ALU2 = 3'b011;
					ALUop = 3'b010;
					ALUOutWrite = 1;
					RFWrite = 0;
					RegIn = 0;
					FlagWrite = 1;
				end
			c5_ori: 	 
				begin
					PCwrite = 0;
					AddrSel = 0;
					MemRead = 0;
					MemWrite = 0;
					IRload = 0;
					OpASel = 1;
					MDRload = 0;
					OpABLoad = 0;
					ALU1 = 0;
					ALU2 = 3'b000;
					ALUop = 3'b000;
					ALUOutWrite = 0;
					RFWrite = 1;
					RegIn = 0;
					FlagWrite = 0;
				end
			c3_load: 	 
				begin
					PCwrite = 0;
					AddrSel = 0;
					MemRead = 1;
					MemWrite = 0;
					IRload = 0;
					OpASel = 0;
					MDRload = 1;
					OpABLoad = 0;
					ALU1 = 0;
					ALU2 = 3'b000;
					ALUop = 3'b000;
					ALUOutWrite = 0;
					RFWrite = 0;
					RegIn = 0;
					FlagWrite = 0;
				end
			c4_load: 	 
				begin
					PCwrite = 0;
					AddrSel = 0;
					MemRead = 0;
					MemWrite = 0;
					IRload = 0;
					OpASel = 0;
					MDRload = 0;
					OpABLoad = 0;
					ALU1 = 0;
					ALU2 = 3'b000;
					ALUop = 3'b000;
					ALUOutWrite = 1;
					RFWrite = 1;
					RegIn = 1;
					FlagWrite = 0;
				end
			c3_store: 	 
				begin
					PCwrite = 0;
					AddrSel = 0;
					MemRead = 0;
					MemWrite = 1;
					IRload = 0;
					OpASel = 0;
					MDRload = 0;
					OpABLoad = 0;
					ALU1 = 0;
					ALU2 = 3'b000;
					ALUop = 3'b000;
					ALUOutWrite = 0;
					RFWrite = 0;
					RegIn = 0;
					FlagWrite = 0;
				end
			c3_bpz: 	 
				begin
					PCwrite = ~N;
					AddrSel = 0;
					MemRead = 0;
					MemWrite = 0;
					IRload = 0;
					OpASel = 0;
					MDRload = 0;
					OpABLoad = 0;
					ALU1 = 0;
					ALU2 = 3'b010;
					ALUop = 3'b000;
					ALUOutWrite = 0;
					RFWrite = 0;
					RegIn = 0;
					FlagWrite = 0;
				end
			c3_bz: 		 
				begin
					PCwrite = Z;
					AddrSel = 0;
					MemRead = 0;
					MemWrite = 0;
					IRload = 0;
					OpASel = 0;
					MDRload = 0;
					OpABLoad = 0;
					ALU1 = 0;
					ALU2 = 3'b010;
					ALUop = 3'b000;
					ALUOutWrite = 0;
					RFWrite = 0;
					RegIn = 0;
					FlagWrite = 0;
				end
			c3_bnz: 	 
				begin
					PCwrite = ~Z;
					AddrSel = 0;
					MemRead = 0;
					MemWrite = 0;
					IRload = 0;
					OpASel = 0;
					MDRload = 0;
					OpABLoad = 0;
					ALU1 = 0;
					ALU2 = 3'b010;
					ALUop = 3'b000;
					ALUOutWrite = 0;
					RFWrite = 0;
					RegIn = 0;
					FlagWrite = 0;
				end
			default:	 
				begin
					PCwrite = 0;
					AddrSel = 0;
					MemRead = 0;
					MemWrite = 0;
					IRload = 0;
					OpASel = 0;
					MDRload = 0;
					OpABLoad = 0;
					ALU1 = 0;
					ALU2 = 3'b000;
					ALUop = 3'b000;
					ALUOutWrite = 0;
					RFWrite = 0;
					RegIn = 0;
					FlagWrite = 0;
				end
		endcase
	end
endmodule
[./run.sh]
#!/bin/bash
# OpenROAD 26Q1-2900-gdf79404cd8, Yosys 0.63+post, stock flow scripts
make -C /OpenROAD-flow-scripts/flow DESIGN_CONFIG=/design/flow/config.mk WORK_HOME=/design/flow/orfs finish
==> flow_summary.ini <==
; synthesis and place-and-route metrics
[outcome]
status = completed

[pwr]
pwr-share-clk = 0.405
p_per_area_mw_per_mm2 = 600
vdd_drop_max_mv = 0.228
power_frac_seq = 0.524
netSwitchingPower_uw = 127
p_comb_frac = 0.071
switching_share = 0.196
power_leakage_nw = 0.575
power.internal_uw = 518
p_total_uw = 644

[layout]
fin_cells = 144
fill_cells = 416
final_area_mm2 = 0.00107
mostFrequentLayoutCell = clkdlybuf4s50_1
drive_gt1_frac = 0.319
area.growth.synth_to_final_pct = 66.9
largest_register_ffs = 15
final_cell_mix = clkdlybuf4s50_1, dfrtp_1, dlygate4sd2_1, buf_4, or2_2

[clock_tree]
cts-buffers-inserted = 3
cts.clk_slew.worst_paths_ns = 0.06
worstSkewPairLatency_ns = 0.24
cts_tree = yes
htree_levels = 1
cts.sinks = 15
clock_path_buffers = 2
cts-root-buf = clkbuf_8

[timing]
hold_viol = 0
setup_viol = 0
fmax_mhz = 574
drv_slew = 0
fin_crit_ns = 1.74
slew_headroom = 0.627
skew_ns = 0.00329
rsz0062_at_grt = false
period_used_share = 0.968
setup_ws_ns = 0.0574
worstMarginPinSlew_ns = 0.559

[floorplan]
fp.dieH_um = 84
placementRows = 23
io_pins = 27
die_area_mm2 = 0.00706
fp_util = 0.162
die_w_um = 84
core_mm2 = 0.00397

[synth]
synth-adder-area-share = 0
synth.cell_area_um2 = 643
synth-seq-cells = 15
mux_area_frac = 0.0156
yosysWarnings = 1
ys_sh_simple = 0.286
xor_area_frac = 0
avgSynthCellArea_um2 = 10.7
synth.yosys.seq_area_share = 0.586
synthAoiAreaFrac = 0.0486
topCellsByArea = dfrtp_1, or2_2, dfstp_2
largest_area_cell = dfrtp_1
ys_types = 21
syn_inst = 60
ys_cells = 60
logic_family = simple AND/OR/NAND/NOR gates
ys_area_um2 = 643
yosys.area.top_type_share = 0.545

[worst_setup_path]
cp-end-kind = primary output
crit_fanout = 2
cpPeakStageDelay_ns = 0.38
r2r_setup_slack_ns = 0.46
path_cells = or3_1 > or2_2 > buf_2
start_kind = register
crit_required_ns = 1.44
crit_slowest_cell = or3_1
crit_type = reg -> out
cp.arrival_ns = 1.38

[place]
port_buffers = 26
preCtsSetupSlack_ns = -0.233
placed_area_um2 = 1000
place_congestion = 0.768
dpl.hpwl_um = 1300
placed_cells = 138

[routing]
drt_iter0_markers = 28
dr.pass1.iters = 3
final_antenna_net_count = 0
vias_per_cell = 3.83
n_antenna_cell = 0
drc = 0
routed_wirelength_um = 1630
via_count = 552
post_drt_wl_per_cell_um = 11.3

[global_route]
grt_max_degree = 16
antenna_found_initial = 0
grt_pass1_vias = 557
grt-ovfl-total = 0
track_usage = 0.0470
grt_pass1_wl_um = 2740

[job]
log.warning_count = 26
drv_cap = 0

[hold_path]
worst_hold_path_type = reg -> reg
synth_stat cells:
| cell type | count |
|---|---|
| a21oi_1 | 2 |
| and4_1 | 1 |
| buf_4 | 2 |
| clkbuf_1 | 5 |
| dfrtp_1 | 14 |
| dfstp_2 | 1 |
| inv_1 | 2 |
| mux2i_1 | 1 |
| nand2_1 | 4 |
| nand2b_1 | 3 |
| nor2_1 | 2 |
| nor3_1 | 3 |
| nor3b_1 | 3 |
| nor4b_1 | 2 |
| o21a_1 | 1 |
| o21ai_0 | 1 |
| o31a_1 | 1 |
| or2_2 | 7 |
| or3_1 | 3 |
| or3b_2 | 1 |
| or4_1 | 1 |
stage by stage:
| step | setup TNS, ns | hold slack [ns] | utilization |
|---|---|---|---|
| 2_1_floorplan | 0 | 0.261 | - |
| 3_3_place_gp | -0.415 | 0.382 | 0.252 |
| 3_5_place_dp | -0.471 | 0.388 | 0.252 |
| 4_1_cts | -0.0452 | 0.400 | 0.267 |
| 5_1_grt | 0 | 0.436 | 0.270 |
| 6_report | 0 | 0.394 | 0.270 |
worst max-delay path: cells and delay by family, from the launching register on:
family	cells	cell delay (ns)
buffers and inverters	1	0.12
flip-flops	1	0.37
AND/OR/NAND/NOR	2	0.65
metal layers:
metal  vias to the layer above  wire length [µm]  GRT usage
met5                         -                 0          0
met4                         0                28    0.00761
met3                         5               212     0.0354
met2                        25               613     0.0634
met1                       247               774     0.0589
li1                        275                 -          -
layout make-up:
| class | instances | area, µm² | area share |
|---|---|---|---|
| inverters | 2 | 7.51 | 0.00699 |
| repair buffers | 37 | 334 | 0.311 |
| flip-flops and latches | 15 | 379 | 0.353 |
| multi-input cells | 36 | 245 | 0.228 |
| clock buffers | 4 | 45.0 | 0.0420 |
| well taps | 50 | 62.6 | 0.0583 |
final timing paths:
check                               from  endpoint  cells past startpoint
worst max register to register  state[7]  state[8]                      2
worst min register to register  state[9]  state[5]                      0
worst min-delay path            state[9]  state[5]                      0
max in group asynchronous          reset  state[4]                      2
min in group asynchronous          reset  state[9]                      2
worst max-delay path            state[7]   ALU2[1]                      3
power by group through the flow:
stage / Sequential [mW] / Combinational [mW] / Clock [mW]
5_1_grt: 0.337 / 0.0507 / 0.284
4_1_cts: 0.338 / 0.0458 / 0.266
6_report: 0.338 / 0.0456 / 0.261
kinds of logic (layout without fill, tap and decap cells):
logic type      after synthesis  after routing
mux                           1              1
compound gates                5              5
simple gates                 30             30
buf+inv                       9             43
flops                        15             15
timing repair:
| item | CTS | global route |
|---|---|---|
| resized | 20 | 6 |
| hold buffers | 0 | 0 |
| hold endpoints to repair | 0 | 0 |
| setup buffers | 1 | 1 |
| pin swaps | 2 | 1 |
| setup endpoints to repair | 9 | 5 |
| cloned | 0 | 0 |
Power and IR drop assume default switching activity.
