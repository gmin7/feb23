==> flow/design.v <==
module RF
(
clock, reg1, reg2, regw,
dataw, RFWrite, data1, data2,
r0, r1, r2, r3, reset
);
input clock;
input [1:0] reg1, reg2, regw;
input [7:0] dataw;
input RFWrite;
input reset;
output [7:0] data1, data2;
output [7:0] r0, r1, r2, r3;
reg [7:0] r0, r1, r2, r3;
reg [7:0] data1_tmp, data2_tmp;
always @(*)
begin
	case (reg1)
		0: data1_tmp = r0;
		1: data1_tmp = r1;
		2: data1_tmp = r2;
		3: data1_tmp = r3;
	endcase
	case (reg2)
		0: data2_tmp = r0;
		1: data2_tmp = r1;
		2: data2_tmp = r2;
		3: data2_tmp = r3;
	endcase
end
always @(posedge clock or posedge reset)
begin
	if (reset) begin
		r0 = 0;
		r1 = 0;
		r2 = 0;
		r3 = 0;
	end	else begin
		if (RFWrite) begin
			case (regw)
				0: r0 = dataw;
				1: r1 = dataw;
				2: r2 = dataw;
				3: r3 = dataw;
			endcase
		end
	end
end
assign data1 = data1_tmp;
assign data2 = data2_tmp;
endmodule
==> flow/run.sh <==
#!/bin/bash
# OpenROAD 26Q1-2900-gdf79404cd8, Yosys 0.63+post, stock flow scripts
make -C /OpenROAD-flow-scripts/flow DESIGN_CONFIG=/design/flow/config.mk WORK_HOME=/design/flow/orfs finish
==> flow/config.mk <==
export PLATFORM = sky130hd
export DESIGN_NAME = RF
export DESIGN_NICKNAME = RF
export VERILOG_FILES = /design/flow/design.v
export SDC_FILE = /design/flow/constraint.sdc
export NUM_CORES = 4
export LEC_CHECK = 1
export CORE_UTILIZATION = 30
==> flow/constraint.sdc <==
current_design RF

set clk_period 1.2
set clk_io_pct 0.2

create_clock -name clk0 -period $clk_period [get_ports {clock}]

set non_clock_inputs [all_inputs -no_clocks]
set_input_delay [expr $clk_period * $clk_io_pct] -clock clk0 $non_clock_inputs
set_output_delay [expr $clk_period * $clk_io_pct] -clock clk0 [all_outputs]
==> impl_metrics.toml <==
# implementation run metrics
[synthesis]
yosys_most_used_dff = "dfrtp_1"
synthMuxAreaShare_pct = 45.1
synthCells = 89
synthSimpleGateAreaFrac_pct = 3.21
ys_cells = 89
ys_async_sr_fraction_pct = 100
synth_area_um2 = 1600
ys_sh_aoi_pct = 0
postSynthAreaPerCell_um2 = 17.9
area_leaders = "dfrtp_1 50%, mux2_2 23%, mux4_2 23%, nand3b_2 1.4%, buf_2 1.3%"
yosys.stat.seqShare_pct = 50.2
synth_warnings = 1
yosys.area.top_type = "dfrtp_1"
ys_area_um2 = 1600
synth-edff-count = 0
logic_family = "multiplexers"
ys_sh_xor_pct = 0
yosys.area.top_type_share_pct = 50.2
synth.cellmix.adderShare_pct = 0
ys_seq_elements = 32
top_cells_by_count = "32 x dfrtp_1, 32 x mux2_2, 16 x mux4_2"
ys_types = 8

[cts]
clk_latency_ns = 0.28
cts_tree = "done"
cts_root_buffer = "clkbuf_8"
cts_max_path_buffers = 2
h-tree-depth = 2
clock_sinks = 32
cts_inserted_buffers = 5
cts.hold.buffers_added = 0
path_clk_slew_ns = 0.07

[flow_run]
drv_cap = 0
tool_warnings = 27

[routing]
detail-route-antenna-nets = 0
dr.first_iter.drc_count = 28
first_pass_iters = 4
wl_per_cell_um = 16.8
dr_wl_met3_um = 237
top_layer_used = "met4"
drc_errors = 0
num_vias = 1435
vias_per_cell = 4.69
drt-met1-wl_um = 2070
antenna_cells = 0
met2_length_um = 2680
drt_wl_total_um = 5130

[sta]
fin_ws_ns = -0.422
fin_hold_ws_ns = 0.316
finalHoldViolations = 0
fin_crit_sh_pct = 135
rsz0062_at_grt = "true"
fin_crit_ns = 1.62
maxSlewViolCount = 0
relSlewSlack_pct = 83.4
worst_pin_slew_ns = 0.249
fmax_mhz = 616
setup_viol = 35
fin_skew_ns = 0

[placed_design]
place_hpwl_um = 3240
place_area_um2 = 2670
place.gp.congestion = 0.830
port_buffers = 64
dp_cells = 261

[power_and_ir_drop]
combPwrFrac_pct = 45.8
power.switching_mw = 1.03
swShare_pct = 24.4
p_leak_nw = 1.47
internal_power_mw = 3.19
max-vdd-ir-drop_mv = 0.814
p_per_area_nw_per_um2 = 1350
sequentialPowerShare_pct = 34.4
clockPowerShare_pct = 19.9

[global_routing]
grt_pass1_vias = 1560
grt_max_degree = 33
overflow = 0
antenna_found_initial = 0
grt_pass1_wl_um = 7910
grt.total_usage_pct = 20.4

[critical_path]
crit_family = "multiplexers"
cp_slowest_stage_delay_ns = 0.46
critPathArrivalTime_ns = 1.38
critPathLaunchType = "flop"
crit_chain = "buf_6, mux4_2, buf_2"
cp_num_buf_inv = 2
worstSetupPathType = "reg2out"
cp-end-kind = "output pin"
crit_slowest_cell = "mux4_2"
crit_fanout = 3
worstPathRequired_ns = 0.96

[finish]
finalNonFillerCells = 306
area_delta_synth_final_pct = 95.3
fin_area_um2 = 3120
drive_above_1_share_pct = 79.2

[outcome]
status = "complete, but fails checks"
violations = "negative setup slack"

[floorplan]
dieArea_um2 = 5620
rows = 26
placeableCoreArea_um2 = 5110
num_io_pins = 65
die_w_um = 75.0
chipHeight_um = 75.0
fp_util_pct = 31.3

[hold_path]
holdCritPathClass = "in2async"
## worst paths after layout
path / cells after the start / start / end / slack [ns]
worst max-delay path: 3 / r3[1] / data2[1] / -0.42
worst min-delay path: 3 / reset / r0[6] / 0.32
worst max register to register: 4 / r1[1] / r1[1] / 0.06
worst min register to register: 1 / r0[4] / r0[4] / 0.56
max in group asynchronous: 3 / reset / r0[7] / 0.71
min in group clk0: 1 / r0[4] / r0[4] / 0.56
## placed cells by master, fill, tap and decap left out, drive strengths merged
master         count
buf              126
clkbuf             7
clkdlybuf4s15      1
clkdlybuf4s50      9
clkinv             2
dfrtp             32
dlygate4sd2        6
inv                1
mux2              32
mux4              16
nand3              1
nand3b             2
nor3b              1
## power groups by stage
stage	registers, mW	clock network [mW]	logic, mW
4_1_cts	1.44	0.867	1.94
5_1_grt	1.48	0.915	2.08
6_report	1.45	0.839	1.93
## area by class of cell
cell class	instances	area (um2)
Fill cell	385	1990
Timing Repair Buffer	143	1350
Sequential cell	32	801
Multi-Input combinational cell	52	785
Tap cell	70	87.6
Clock buffer	6	82.6
Clock inverter	2	10.0
Inverter	1	3.75
## tightest hold or removal path, cell delays in order
cell             delay [ns]
clkdlybuf4s50_1        0.41
inv_1                  0.10
buf_12                 0.21
## metal layers
layer / global-route usage (%) / vias to the layer above
met1: 26.1 / 723
met2: 34.7 / 52
li1: - / 649
met4: 5.45 / 0
met5: 0 / -
met3: 5.97 / 11
## registers in the layout (all words and copies together), names as in the netlist
| signal | flops |
|---|---|
| r0 | 8 |
| r3 | 8 |
| r2 | 8 |
| r1 | 8 |
## logic make-up after synthesis
group | Yosys count
multiplexers | 48
flip-flops | 32
buffers and inverters | 5
AND/OR/NAND/NOR | 4
## repair_timing
| action | CTS | global route |
|---|---|---|
| gates resized | 215 | 21 |
| pin swaps | 1 | 0 |
| buffers inserted | 45 | 16 |
| setup endpoints to repair | 80 | 37 |
## through the flow
step                setup TNS (ns)  utilization (%)  total power, mW  setup WS, ns
floorplan                        0                -             1.83        0.0138
global placement            -26.62             52.3             2.95        -0.868
detailed placement          -27.02             52.3             2.97        -0.875
CTS                          -7.10             61.3             4.24        -0.420
global route                 -7.78             61.0             4.48        -0.472
finish                       -6.26             61.0             4.22        -0.422
Power figures rest on the tool's default switching activity, not on a simulated workload.
