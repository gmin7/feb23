`/design/flow/config.mk`:
```
export PLATFORM = sky130hd
export DESIGN_NAME = HEXs
export DESIGN_NICKNAME = HEXs
export VERILOG_FILES = /design/flow/design.v
export SDC_FILE = /design/flow/constraint.sdc
export NUM_CORES = 4
export LEC_CHECK = 1
export CORE_AREA = 10 10 104 104
export DIE_AREA = 0 0 114 114
```
`/design/flow/constraint.sdc`:
```
current_design HEXs

set clk_period 1.6
set clk_io_pct 0.2

create_clock -name clk0 -period $clk_period

set non_clock_inputs [all_inputs -no_clocks]
set_input_delay [expr $clk_period * $clk_io_pct] -clock clk0 $non_clock_inputs
set_output_delay [expr $clk_period * $clk_io_pct] -clock clk0 [all_outputs]
```
`/design/flow/design.v`:
```
module HEXs
(
input [7:0] in0, in1, in2,
output [6:0] out0, out1, out2, out3, out4, out5
);
HEX hex0 ( in0[7:4], out1 );
HEX hex1 ( in0[3:0], out0 );
HEX hex2 ( in1[7:4], out3 );
HEX hex3 ( in1[3:0], out2 );
HEX hex4 ( in2[7:4], out5 );
HEX hex5 ( in2[3:0], out4 );
endmodule
module HEX (in, out);
input 	[3:0] in;
output 	[6:0] out;
reg [6:0] out;
always @(in)
begin
	case (in)
		0: out = 7'b1000000;
		1: out = 7'b1111001;
		2: out = 7'b0100100;
		3: out = 7'b0110000;
		4: out = 7'b0011001;
		5: out = 7'b0010010;
		6: out = 7'b0000010;
		7: out = 7'b1111000;
		8: out = 7'b0000000;
		9: out = 7'b0010000;
		10: out = 7'b0001000;
		11: out = 7'b0000011;
		12: out = 7'b1000110;
		13: out = 7'b0100001;
		14: out = 7'b0000110;
		15: out = 7'b0001110;
	endcase
end
endmodule
```
`/design/flow/run.sh`:
```
#!/bin/bash
# OpenROAD 26Q1-2900-gdf79404cd8, Yosys 0.63+post, stock flow scripts
make -C /OpenROAD-flow-scripts/flow DESIGN_CONFIG=/design/flow/config.mk WORK_HOME=/design/flow/orfs finish
```
==> flow_summary.toml <==
# generated from flow reports
[synth]
synthMostInstantiatedCell = "ha_1"
largest_area_cell = "ha_1"
synthCells = 192
ys_cells = 192
yosys_warnings = 1
synth_area_um2 = 1590
syn_avg_cell_area_um2 = 8.30
yosysUniqueCellTypes = 34
ys_area_um2 = 1590
synth-seq-area-share_pct = 0
synth_top_area_share_pct = 33.0
netlist_top_cells_area = "ha_1, mux2i_1, mux4_1, a22o_1, inv_1"
ys_top_cells_by_count = "ha_1, inv_1, mux2i_1"

[grt]
antenna_found_initial = 0
grt_pass1_vias = 2040
grt_pass1_wl_um = 9400
grt_overflow = 0
grt.total_usage_pct = 8.08
grt_max_degree = 11

[setup_path]
endpoint_kind = "output pin"
path_buffers = 4
path_cells = "buf_8 -> buf_6 -> ha_4 -> buf_6 -> mux4_2 -> buf_2"
crit_arrival_ns = 1.39
cp.required_ns = 1.28
critical_path_class = "input pin to output pin"
crit_top_cell = "buf_6"
slowest_delay_ns = 0.45
worstPathMaxFanout = 3
crit_slowest_cell = "mux4_2"
startpoint_type = "input pin"
cpLargestDelayFamily = "buffers and inverters"

[detailed_routing]
antenna_cells_inserted = 0
drtIter0Drc = 67
firstDrtPassIters = 4
antenna_left = 0
wl_per_cell_um = 12.2
route.detailed.drc = 0
viasPerCell = 4.30
vias = 1941
drt-total-wl_um = 5490

[layout]
fill_cells = 790
drive_gt1_share_pct = 70.0
area_growth_pct = 124
regArea_um2 = 0
clkbuf_count = 0
flops = 0

[power_and_ir_drop]
cellLeakagePower_nw = 1.66
cellPowerDensity_nw_per_um2 = 240
power_mw = 0.857
irDropWorstVdd_v = 0.000120

[final_timing]
slew_viol_final = 0
fmax_mhz = 585
setup_viol = 8
slew_headroom_pct = 84.3
tightestPinTransition_ns = 0.234
finalClockPeriodUsage_pct = 107
grt_setup_unrepaired = "yes"
setup_slack_ns = -0.109
period_needed_ns = 1.71
hold_violations = 0

[placed_design]
portBuffers = 66
place_ws_ns = -0.919
routabilityCongestion = 0.819
dp_hpwl_um = 3800

[floorplanning]
fp.dieW_um = 114
ios = 66
num_rows = 34
die_area_um2 = 13000
fp-utilization_pct = 18.4
fp.coreArea_um2 = 8680
die_h_um = 114

[status]
violations = "negative setup slack"
status = "complete, but fails checks"

[flow_run]
warnings = 70
drv_cap = 0

[clock_network]
hold_buffers = 0

[min_path]
hp-class = "input pin to output pin"
==> power by group <==
part,internal [mW],switching (mW)
Clock,0,0
Combinational,0.513,0.345
Sequential,0,0
Total,0.513,0.345
==> kinds of logic after synthesis <==
group	count (synthesis)	share of synthesized area, %
adders and majority gates	42	33.0
muxes	26	21.3
AOI/OAI and AO/OA	48	20.9
buffers and inverters	30	9.42
and+or+nand+nor	46	15.4
==> cells in the final DEF (no fill, tap or decap), types with 2 or more instances in the layout <==
cell type and n:
buf_4 62, buf_6 36, ha_4 27, buf_2 27, mux2i_1 16, o21ai_1 12, dlygate4sd2_1 12, nor2_1 11
clkbuf_2 10, ha_2 9, inv_8 8, a22o_1 8, buf_8 8, ha_1 6, o21ai_2 5, inv_2 5
mux4_2 5, a32o_1 5, or3b_1 5, nor2_2 5, clkdlybuf4s15_1 5, nor2b_2 4, mux2_4 4, nand2_2 3
nand2_1 3, nand2b_1 3, o31ai_1 3, inv_4 3, and2_4 2, o31a_1 2, o31ai_2 2, nor2_4 2
nand3_1 2, o22ai_1 2, nor2b_4 2, a21oi_2 2, and2_1 2, buf_12 2
==> per-layer routing <==
layer,part of all wire (%),wire length (µm),global-route usage (%),vias up
met4,0,0,0.334,0
met5,0,0,0,-
li1,-,-,-,996
met2,46,2500,13.2,50
met3,6.5,358,1.91,0
met1,48,2630,11.1,895
==> path summary, 6_finish.rpt <==
kind,start,endpoint,cells after the start
worst max-delay path,in0[1],out0[3],6
worst min-delay path,in1[2],out2[6],3
==> final cells by class <==
| cell class | instances | area, µm² | area share (%) |
|---|---|---|---|
| multi-input cells | 162 | 1910 | 53.6 |
| repair buffers | 163 | 1380 | 38.7 |
| inverters | 18 | 140 | 3.92 |
| well taps | 108 | 135 | 3.78 |
==> timing repair <==
item | 4_1_cts | 5_1_grt
setup endpoints to repair | 42 | 34
resized | 361 | 43
setup buffers | 28 | 3
hold endpoints to repair | 0 | 0
cloned | 2 | 0
pin swaps | 37 | 25
==> stage by stage <==
stage / instances / hold slack (ns) / TNS [ns] / util, % / area, µm²
after floorplan: 192 / 0.674 / 0 / - / 1590
after global placement: 419 / 1.65 / -31.22 / 32.2 / 2800
after detailed placement: 419 / 1.65 / -31.49 / 32.2 / 2800
after CTS: 449 / 1.11 / -0.450 / 40.4 / 3510
after global routing: 451 / 1.00 / -0.953 / 41.1 / 3570
final: 451 / 0.971 / -0.425 / 41.1 / 3570
Power is estimated from default activity; no workload was simulated.
